--- flow/run.sh ---
#!/bin/bash
# OpenROAD 26Q1-2900-gdf79404cd8, Yosys 0.63+post, stock flow scripts
make -C /OpenROAD-flow-scripts/flow DESIGN_CONFIG=/design/flow/config.mk WORK_HOME=/design/flow/orfs finish
--- flow/config.mk ---
export PLATFORM = sky130hd
export DESIGN_NAME = tmds_channel
export DESIGN_NICKNAME = tmds_channel
export VERILOG_FILES = /design/flow/design.v
export SDC_FILE = /design/flow/constraint.sdc
export NUM_CORES = 4
export LEC_CHECK = 1
export CORE_UTILIZATION = 30
--- flow/constraint.sdc ---
current_design tmds_channel

set clk_period 8.2
set clk_io_pct 0.2

create_clock -name clk0 -period $clk_period [get_ports {clk_pixel}]

set non_clock_inputs [all_inputs -no_clocks]
set_input_delay [expr $clk_period * $clk_io_pct] -clock clk0 $non_clock_inputs
set_output_delay [expr $clk_period * $clk_io_pct] -clock clk0 [all_outputs]
--- flow/design.v ---
package configPackage;  
endpackage
package configPackage;  
endpackage
package configPackage;  
localparam SDRAM_DATA_WIDTH = 16;
localparam SDRAM_ROW_WIDTH = 13;
endpackage
package configPackage;  
endpackage
package configPackage;  
endpackage
package configPackage;  
endpackage
package configPackage;  
endpackage
module tmds_channel
#(
    parameter int CN = 0
)
(
    input logic clk_pixel,
    input logic [7:0] video_data,
    input logic [3:0] data_island_data,
    input logic [1:0] control_data,
    input logic [2:0] mode,   
    output logic [9:0] tmds = 10'b1101010100
);
logic signed [4:0] acc = 5'sd0;
logic [8:0] q_m;
logic [9:0] q_out;
logic [9:0] video_coding;
assign video_coding = q_out;
logic [3:0] N1D;
logic signed [4:0] N1q_m07;
logic signed [4:0] N0q_m07;
always_comb
begin
    N1D = video_data[0] + video_data[1] + video_data[2] + video_data[3] + video_data[4] + video_data[5] + video_data[6] + video_data[7];
    case(q_m[0] + q_m[1] + q_m[2] + q_m[3] + q_m[4] + q_m[5] + q_m[6] + q_m[7])
        4'b0000: N1q_m07 = 5'sd0;
        4'b0001: N1q_m07 = 5'sd1;
        4'b0010: N1q_m07 = 5'sd2;
        4'b0011: N1q_m07 = 5'sd3;
        4'b0100: N1q_m07 = 5'sd4;
        4'b0101: N1q_m07 = 5'sd5;
        4'b0110: N1q_m07 = 5'sd6;
        4'b0111: N1q_m07 = 5'sd7;
        4'b1000: N1q_m07 = 5'sd8;
        default: N1q_m07 = 5'sd0;
    endcase
    N0q_m07 = 5'sd8 - N1q_m07;
end
logic signed [4:0] acc_add;
integer i;
always_comb
begin
    if (N1D > 4'd4 || (N1D == 4'd4 && video_data[0] == 1'd0))
    begin
        q_m[0] = video_data[0];
        for(i = 0; i < 7; i++)
            q_m[i + 1] = q_m[i] ~^ video_data[i + 1];
        q_m[8] = 1'b0;
    end
    else
    begin
        q_m[0] = video_data[0];
        for(i = 0; i < 7; i++)
            q_m[i + 1] = q_m[i] ^ video_data[i + 1];
        q_m[8] = 1'b1;
    end
    if (acc == 5'sd0 || (N1q_m07 == N0q_m07))
    begin
        if (q_m[8])
        begin
            acc_add = N1q_m07 - N0q_m07;
            q_out = {~q_m[8], q_m[8], q_m[7:0]};
        end
        else
        begin
            acc_add = N0q_m07 - N1q_m07;
            q_out = {~q_m[8], q_m[8], ~q_m[7:0]};
        end
    end
    else
    begin
        if ((acc > 5'sd0 && N1q_m07 > N0q_m07) || (acc < 5'sd0 && N1q_m07 < N0q_m07))
        begin
            q_out = {1'b1, q_m[8], ~q_m[7:0]};
            acc_add = (N0q_m07 - N1q_m07) + (q_m[8] ? 5'sd2 : 5'sd0);
        end
        else
        begin
            q_out = {1'b0, q_m[8], q_m[7:0]};
            acc_add = (N1q_m07 - N0q_m07) - (~q_m[8] ? 5'sd2 : 5'sd0);
        end
    end
end
always_ff @(posedge clk_pixel) acc <= mode != 3'd1 ? 5'sd0 : acc + acc_add;
logic [9:0] control_coding;
always_comb
begin
    unique case(control_data)
        2'b00: control_coding = 10'b1101010100;
        2'b01: control_coding = 10'b0010101011;
        2'b10: control_coding = 10'b0101010100;
        2'b11: control_coding = 10'b1010101011;
    endcase
end
logic [9:0] terc4_coding;
always_comb
begin
    unique case(data_island_data)
        4'b0000 : terc4_coding = 10'b1010011100;
        4'b0001 : terc4_coding = 10'b1001100011;
        4'b0010 : terc4_coding = 10'b1011100100;
        4'b0011 : terc4_coding = 10'b1011100010;
        4'b0100 : terc4_coding = 10'b0101110001;
        4'b0101 : terc4_coding = 10'b0100011110;
        4'b0110 : terc4_coding = 10'b0110001110;
        4'b0111 : terc4_coding = 10'b0100111100;
        4'b1000 : terc4_coding = 10'b1011001100;
        4'b1001 : terc4_coding = 10'b0100111001;
        4'b1010 : terc4_coding = 10'b0110011100;
        4'b1011 : terc4_coding = 10'b1011000110;
        4'b1100 : terc4_coding = 10'b1010001110;
        4'b1101 : terc4_coding = 10'b1001110001;
        4'b1110 : terc4_coding = 10'b0101100011;
        4'b1111 : terc4_coding = 10'b1011000011;
    endcase
end
logic [9:0] video_guard_band;
generate
    if (CN == 0 || CN == 2)
        assign video_guard_band = 10'b1011001100;
    else
        assign video_guard_band = 10'b0100110011;
endgenerate
logic [9:0] data_guard_band;
generate
    if (CN == 1 || CN == 2)
        assign data_guard_band = 10'b0100110011;
    else
        assign data_guard_band = control_data == 2'b00 ? 10'b1010001110
            : control_data == 2'b01 ? 10'b1001110001
            : control_data == 2'b10 ? 10'b0101100011
            : 10'b1011000011;
endgenerate
always @(posedge clk_pixel)
begin
    case (mode)
        3'd0: tmds <= control_coding;
        3'd1: tmds <= video_coding;
        3'd2: tmds <= video_guard_band;
        3'd3: tmds <= terc4_coding;
        3'd4: tmds <= data_guard_band;
    endcase
end
endmodule
==> out/results.tsv <==
metric	value	unit
netlist_instances	317	
die_y	94.22	um
ys_area	2551	um2
path_common_cell	fa_1	
drc	0	
rsz0062_at_grt	true	
wl	5852	um
dpl.cell_count	485	
grt_pass1_wl	9949	um
numSynthFlops	14	
min_path_type	register to register	
tool_warnings	42	
drt_iter0_drc	145	
hold_viol_final	0	
top_cell_area_share	14.22	%
synth.cell_area	2551	um2
finalCriticalPeriod	9.161	ns
drt-wirelength-per-cell	11.73	um
relSlewSlack	61.93	%
flop_cell	edfxtp_1	
clk_latency	0.24	ns
vias	2428	
antenna_found_initial	0	
clkSinkCount	14	
path_clk_slew	0.05	ns
cp-start-kind	primary input	
top_usage_layer	met1	
grt_use_total	14.21	%
dieArea	8876	um2
grt_max_degree	20	
critPathArrivalTime	9.29	ns
crit_path_max_fanout	5	
violations	negative setup slack	
ys_warn_count	1	
async_reset_ff_share	0	%
synth_seq_share	14.91	%
status	finished, violations left	
io_buffer_count	27	
ys_cells	317	
fillCellCount	787	
fin_crit_sh	111.7	%
place_congestion	0.8917	
synth.avg_cell_area	8.048	um2
worstSetupPathType	primary input to register	
synth.largest_area_cell	ha_1	
cap_violations	0	
area_growth_syn_to_layout	39.68	%
crit_slowest_cell	fa_1	
grtUsageMet3	0.6584	%
die_width	94.22	um
synthTopCellsByArea	ha_1, edfxtp_1, fa_1	
hpwl	4860	um
first_pass_iters	4	
setup_tns	-8.349	ns
boundaryPins	28	
rows	33	
met2_usage	22.04	%
grt.met1_usage	23.11	%
synth.distinct_cells	63	
setup_viol	13	
design_area	3563	um2
drive_gt1_share	29.95	%
place_area	3368	um2
cts-buffers-inserted	3	
dp_slack	-1.845	ns
yosys-top-cells-count	ha_1, a21oi_1, nor2_1	
grt_pass1_vias	2224	
clk_path_buf_depth	2	
fmax	0.1092	GHz
edf_count	10	
cts_tree	done	
most_common_cell	ha_1	
worst_pin_slew	0.5667	ns
ant_nets	0	
finClkSkew	0.002686	ns
max_stage_delay	0.56	ns
diodes	0	
grt-ovfl-total	0	
htreeDepth	1	
fp_util	31.05	%
worst-endpoint-required	8.33	ns
layout_setup_ws	-0.9606	ns
cp-end-kind	register	
drv_slew	0	
instances_no_fill	499	
coreArea	8217	um2
via_per_inst	4.866	
clockRootBuffer	clkbuf_8	
[flip-flops by register name, indices dropped and copies added, names as in the netlist]
| register | cells |
|---|---|
| acc | 4 |
| tmds | 10 |
[path summary, 6_finish.rpt]
path	from	depth (start not counted)	end	slack (ns)
min	acc[1]	2	acc[1]	0.64
min reg2reg	acc[1]	2	acc[1]	0.64
max	video_data[0]	33	acc[4]	-0.96
max reg2reg	acc[2]	12	acc[4]	5.42
[layout make-up]
type                    count  area [um2]  area share, %
clock buffers               3       41.29          1.159
clock inverters             1       3.754         0.1053
inverters                  26       110.1          3.090
multi-input cells         259        2141          60.08
flip-flops and latches     14       380.4          10.67
well taps                 105       131.4          3.687
repair buffers             91       755.7          21.21
[worst max-delay path: cells and delay by family]
kind,cells,cell delay (ns)
buf+inv,5,0.23
simple gates,6,0.63
compound gates,8,1.56
fa+ha+maj,12,4.93
xor+xnor,2,0.32
[placed cells by master, fill, tap and decap left out, drive strengths merged, types with 8 or more instances in the layout]
cell type / instances
nand2: 23
edfxtp: 10
xnor2: 19
a21oi: 26
inv: 26
nand2b: 8
ha: 29
fa: 9
clkdlybuf4s50: 24
nor2: 26
nor3: 12
xor2: 9
buf: 67
o21ai: 19
[metrics by stage]
stage	utilization [%]	hold slack, ns
finish	43.37	0.6429
global route	43.37	0.7055
CTS	42.71	0.6362
detailed placement	40.99	0.6151
global placement	40.99	0.6052
floorplan	-	0.5798
[what timing repair did]
item	4_1_cts	5_1_grt
pin swaps	31	22
resized	25	9
setup buffers	10	1
hold buffers	0	0
setup endpoints to repair	13	13
[per-layer routing]
layer,part of all wire (%),routed length (um)
met1,54,3155
met2,43,2499
met3,2.7,158
met4,0.65,38
met5,0,0
[logic make-up (layout without fill, tap and decap cells)]
| family | after synthesis | in the layout | share of synthesized area [%] |
|---|---|---|---|
| and+or+nand+nor | 101 | 101 | 19.62 |
| AOI/OAI and AO/OA | 88 | 88 | 22.95 |
| buffers and inverters | 44 | 121 | 7.013 |
| adders and majority gates | 38 | 38 | 21.28 |
| xor gates and xnor gates | 29 | 29 | 13.05 |
| DFF | 14 | 14 | 14.91 |
| muxes | 3 | 3 | 1.177 |
