File: flow/design.v
package configPackage;  
endpackage
package configPackage;  
endpackage
package configPackage;  
localparam SDRAM_DATA_WIDTH = 16;
localparam SDRAM_ROW_WIDTH = 13;
endpackage
package configPackage;  
endpackage
package configPackage;  
endpackage
package configPackage;  
endpackage
package configPackage;  
endpackage
module uart_rx_fractional #(
    parameter DIV_NUM = 25,
    parameter DIV_DEN = 1
)(
    input clk,
    input resetn,
    input rx,
    output reg [7:0] data,
    output reg valid
);
reg [1:0] state;
reg [$clog2(DIV_NUM+DIV_DEN+1)-1:0] cnt, cnt_next;
reg [2:0] bit_index;
reg [7:0] rx_data;
always @(posedge clk) begin
    if (!resetn) begin
        state <= 0;
        valid <= 0;
        data <= 0;
    end else begin
        reg cnt_overflow;
        cnt_next = cnt + DIV_DEN;
        cnt_overflow = cnt_next >= DIV_NUM;
        if (state != 0) 
            cnt <= cnt_overflow ? cnt_next - DIV_NUM : cnt_next;
        valid <= 0;
        case (state)
            0: begin  
                if (!rx) begin
                    state <= 1;
                    cnt <= 0;
                    bit_index <= 0;
                    rx_data <= 0;
                end
            end
            1: begin  
                if (cnt_next >= DIV_NUM/2) begin
                    state <= 2;
                    cnt <= 0;
                end 
            end
            2: begin  
                if (cnt_overflow) begin
                    rx_data[bit_index] <= rx;
                    if (bit_index == 7) 
                        state <= 3;
                    else 
                        bit_index <= bit_index + 1;
                end
            end
            3: begin  
                if (cnt_overflow) begin
                    valid <= 1;
                    data <= rx_data;
                    state <= 0;
                end
            end
        endcase
    end
end
endmodule 
module uart_tx_fractional #(
    parameter DIV_NUM = 25,
    parameter DIV_DEN = 1
)(
    input clk,
    input resetn,
    input [7:0] data,
    input valid,
    output reg tx,
    output ready
);
reg [3:0] state;
reg [$clog2(DIV_NUM+DIV_DEN+1)-1:0] cnt, cnt_next;
reg [2:0] bit_index;
reg [7:0] tx_data;
assign ready = (state == 0);
always @(posedge clk) begin
    if (!resetn) begin
        state <= 0;
        tx <= 1;
        cnt <= 0;
    end else begin
        reg cnt_overflow;
        cnt_next = cnt + DIV_DEN;
        cnt_overflow = cnt_next >= DIV_NUM;
        if (state != 0) 
            cnt <= cnt_overflow ? cnt_next - DIV_NUM : cnt_next;
        case (state)
            0: begin  
                if (valid) begin
                    tx_data <= data;
                    state <= 1;
                    tx <= 0;  
                    cnt <= 0;
                end
            end
            1: begin  
                if (cnt_overflow) begin
                    state <= 2;
                    bit_index <= 0;
                    tx <= tx_data[0];
                end
            end
            2: begin  
                if (cnt_overflow) begin
                    if (bit_index == 7) begin
                        state <= 3;
                        tx <= 1;  
                    end else begin
                        bit_index <= bit_index + 1;
                        tx <= tx_data[bit_index + 1];
                    end
                end
            end
            3: begin  
                if (cnt_overflow) begin
                    state <= 0;
                end
            end
        endcase
    end
end
endmodule 
File: flow/run.sh
#!/bin/bash
# OpenROAD 26Q1-2900-gdf79404cd8, Yosys 0.63+post, stock flow scripts
make -C /OpenROAD-flow-scripts/flow DESIGN_CONFIG=/design/flow/config.mk WORK_HOME=/design/flow/orfs finish
File: flow/config.mk
export PLATFORM = sky130hd
export DESIGN_NAME = uart_rx_fractional
export DESIGN_NICKNAME = uart_rx_fractional
export VERILOG_FILES = /design/flow/design.v
export SDC_FILE = /design/flow/constraint.sdc
export NUM_CORES = 4
export LEC_CHECK = 1
export CORE_AREA = 10 10 106 106
export DIE_AREA = 0 0 116 116
File: flow/constraint.sdc
current_design uart_rx_fractional

set clk_period 3.1
set clk_io_pct 0.2

create_clock -name clk0 -period $clk_period [get_ports {clk}]

set non_clock_inputs [all_inputs -no_clocks]
set_input_delay [expr $clk_period * $clk_io_pct] -clock clk0 $non_clock_inputs
set_output_delay [expr $clk_period * $clk_io_pct] -clock clk0 [all_outputs]
==> flow_summary.json <==
{
  "tritoncts_num_sinks": 27,
  "clk_latency_ns": 0.27,
  "cts_max_level": 1,
  "design.core.area_mm2": 0.008848,
  "edf_count": 16,
  "postLayoutSetupSlackWorst_ns": 0.6790,
  "yosysMostFrequentCell": "nand2_1",
  "layout-drive-gt1-share_pct": 7.027,
  "hold_buffers": 0,
  "internal_reg_to_reg_setup_slack_ns": 0.68,
  "grt_start_max_net_pins": 19,
  "gpl.final_weighted_congestion": 0.8304,
  "critical_path_required_ns": 3.14,
  "leakagePower_uw": 0.0006585,
  "number_of_global_route_vias_before_repair": 1264,
  "place_inst": 289,
  "timing.rr.end": "cnt[0]$_DFFE_PP_",
  "netlist.area_leader.share_pct": 29.65,
  "numCtsBuffers": 3,
  "critical_path.max_stage_delay_ns": 0.54,
  "grt_first_pass_wirelength_mm": 5.920,
  "initCoreUtil_pct": 18.31,
  "worst_hold_slack_ns": 0.4623,
  "rsz0062_at_grt": "false",
  "ctsRootBufferMaster": "clkbuf_8",
  "drt-initial-drc-count": 83,
  "startpoint_type": "flop",
  "worstRegToRegCells": 7,
  "max_cap_violations": 0,
  "synth_stat.cells": 174,
  "drt-wirelength-per-cell_um": 11.36,
  "yosys.area.top_type": "edfxtp_1",
  "synthTopCellsByCount": "nand2_1, edfxtp_1, a21oi_1",
  "ff_type": "edfxtp_1",
  "power.ir.vdd_worst_uv": 199.5,
  "timing.setup.tns_ns": 0,
  "cts.clk_slew.worst_paths_ns": 0.10,
  "maxSlewHeadroom_pct": 66.28,
  "yosys.stat.chipArea_mm2": 0.001620,
  "outcome": "complete, no violations",
  "die_w_um": 116,
  "finClkSkew_ns": 0.003733,
  "finalHoldViolCount": 0,
  "synth_warnings": 1,
  "via_density_per_instance": 4.283,
  "max_freq_ghz": 0.4130,
  "finalWirelength_mm": 3.329,
  "numPortBuffers": 11,
  "cts-resized-gates": 0,
  "critical_path_class": "reg2reg",
  "warning_count": 32,
  "design.portCount": 12,
  "area_growth_pct": 17.53,
  "crit_fanout": 9,
  "route.antenna.remaining_nets": 0,
  "ys_async_sr_fraction_pct": 0,
  "grtUsageTotal_pct": 5.253,
  "post_synth.cell_area_avg_um2": 9.312,
  "timing.final.setup_violations": 0,
  "max-clock-path-buffers": 2,
  "yosys.cell_types.count": 41,
  "via_count": 1255,
  "pwr_per_cell_area_mw_per_mm2": 839.7,
  "final_tally_of_max_slew_violations": 0,
  "sequential_to_total_area_share_from_yosys_stat_pct": 43.24,
  "biggest_area_cells": "edfxtp_1, dfxtp_1, ha_1, nand2_1, a21oi_1",
  "n_antenna_cell": 0,
  "cp-endpoint": "cnt[0]$_DFFE_PP_",
  "number_of_antenna_violations_at_the_first_check_in_global_routing": 0,
  "synth-seq-cells": 27,
  "rr_startpoint": "cnt[0]$_DFFE_PP_",
  "drtPass1Iterations": 4,
  "placed_area_mm2": 0.001857,
  "detail_route.drc_violations": 0,
  "final-instance-count-excl-fill": 293,
  "critical_path.slowest_cell": "or4_4",
  "netlist_instances": 174,
  "netlist_area_mm2": 0.001620,
  "die_height_um": 116,
  "hp-class": "reg2reg",
  "cts_tree": "done",
  "area_of_the_die_mm2": 0.01346,
  "dp_slack_ns": 0.7151,
  "critical_path_arrival_ns": 2.46,
  "min_period_over_period_pct": 78.10,
  "postCtsSetupRepairBufs": 0,
  "cp-end-kind": "flop",
  "number_of_cell_rows": 34,
  "grt_overflow_total": 0,
  "detailedPlacementHpwl_mm": 2.479,
  "crit_chain": "inv_1 > ha_1 > or2b_1 > or4_4 > and3_1 > nor3_1 > nor3_1",
  "final_area_mm2": 0.001904,
  "tightestPinTransition_ns": 0.5058,
  "cp_common_cell": "nor3_1",
  "start_point_of_the_critical_path": "cnt[0]$_DFFE_PP_",
  "final.min_clock_period_ns": 2.421
}
critical path, delay by kind of cell, from the launching register on:
| kind | cells | cell delay (ns) |
|---|---|---|
| fa+ha+maj | 1 | 0.32 |
| simple gates | 5 | 1.29 |
| flops | 1 | 0.46 |
| buf+inv | 1 | 0.10 |
report_power, final:
group	switching (uW)	total [uW]	internal [uW]
sequential	108	620	512
clock	117	209	92.1
combinational	442	770	328
metrics by stage:
stage	total power [uW]	utilization (%)
after floorplan	1222	-
after global placement	1379	20.98
after detailed placement	1391	20.98
after CTS	1611	21.52
after global routing	1753	21.52
final	1599	21.52
worst min-delay path by stage:
stage,from,to,slack [ns],cells past startpoint
CTS,data[5]$_SDFFE_PN0P_,data[5]$_SDFFE_PN0P_,0.47,2
global route,data[4]$_SDFFE_PN0P_,data[4]$_SDFFE_PN0P_,0.49,2
finish,data[5]$_SDFFE_PN0P_,data[5]$_SDFFE_PN0P_,0.46,2
metal layers:
layer | share of wire (%) | up-vias | track usage (%)
met5 | 0 | - | 0
met4 | 1.4 | 0 | 0.8340
met3 | 5.6 | 2 | 1.465
met2 | 43 | 25 | 8.305
met1 | 50 | 593 | 7.194
li1 | - | 635 | -
cell type report:
class                           count  area, um2
Sequential cell                    27      700.7
Inverter                           10      37.54
Fill cell                         940       6944
Timing Repair Buffer               15      140.1
Tap cell                          108      135.1
Clock inverter                      1      6.256
Multi-Input combinational cell    129      843.3
Clock buffer                        3      41.29
layout by cell type, fill, tap and decap left out, drive strengths merged, types with 4 or more instances in the layout:
cell and n:
a21oi 15, buf 4, clkdlybuf4s50 11, dfxtp 11, edfxtp 16, ha 11, inv 10, mux2i 5
nand2 22, nand3 12, nor2 11, nor2b 9, nor3 5, o21ai 4, xnor2 5
cells by family (layout without fill, tap and decap cells):
| kind of cell | count (synthesis) | after routing | share of synthesized area [%] |
|---|---|---|---|
| buffers and inverters | 18 | 29 | 4.787 |
| AOI/OAI and AO/OA | 32 | 32 | 12.82 |
| and+or+nand+nor | 73 | 73 | 23.24 |
| adders and majority gates | 11 | 11 | 8.494 |
| xor gates and xnor gates | 8 | 8 | 4.324 |
| muxes | 5 | 5 | 3.089 |
| DFF | 27 | 27 | 43.24 |
flip-flops by register name, indices dropped and copies added (netlist names):
signal	count
data	8
rx_data	8
cnt	5
bit_index	3
state	2
valid	1
Power figures rest on the tool's default switching activity, not on a simulated workload.
